--- flow/config.mk ---
export PLATFORM = sky130hd
export DESIGN_NAME = counter_top
export DESIGN_NICKNAME = counter_top
export VERILOG_FILES = /design/flow/design.v
export SDC_FILE = /design/flow/constraint.sdc
export NUM_CORES = 4
export LEC_CHECK = 1
export CORE_AREA = 10 10 92 92
export DIE_AREA = 0 0 102 102
--- flow/constraint.sdc ---
current_design counter_top

set clk_period 4.0
set clk_io_pct 0.2

create_clock -name clk0 -period $clk_period [get_ports {clk}]

set non_clock_inputs [all_inputs -no_clocks]
set_input_delay [expr $clk_period * $clk_io_pct] -clock clk0 $non_clock_inputs
set_output_delay [expr $clk_period * $clk_io_pct] -clock clk0 [all_outputs]
--- flow/design.v ---
module counter_top#(
    parameter N = 8
)(
    input       clk,
    input       rst_n,
    input       syn_clr, load, add_en, keep,
    input [N-1:0]   in_num,
    output reg [N-1:0]  out_num,
    output reg     max_tick, min_tick
);
reg [N-1:0]     cnt_0; 
always@(posedge clk or negedge rst_n) begin
    if(!rst_n) begin
        cnt_0 <= 0;
    end else begin
        if(load) begin
            cnt_0 <= in_num;
        end else begin
            if(add_en) begin
                cnt_0 <= 0;
            end else begin
                cnt_0 <= 2 ** N - 1;
            end
        end
    end
end
reg [N-1:0]     cnt;
always@(posedge clk or negedge rst_n) begin
    if(!rst_n) begin
        cnt <= 0;
        max_tick <= 0;
        min_tick <= 0;
    end else begin
        if(!keep) begin
            if(!syn_clr) begin
                if(add_en) begin
                    if(cnt == (2**N-1)) begin
                        cnt <= cnt_0;
                        max_tick <= 1;
                    end else begin
                        cnt <= cnt + 1;
                        max_tick <= 0;
                    end
                end else begin
                    if(cnt == 0) begin
                        cnt <= cnt_0;
                        min_tick <= 1;
                    end else begin
                        cnt <= cnt - 1;
                        min_tick <= 0;
                    end
                end
            end else begin
                cnt <= 0;
                max_tick <= 0;
                min_tick <= 0;
            end
        end else begin
            cnt <= cnt;
            max_tick <= 0;
            min_tick <= 0;
        end
    end
end
always@(posedge clk or negedge rst_n) begin
    if(!rst_n) begin
        out_num <= 0;
    end else begin
        out_num <= cnt;
    end 
end
endmodule
--- flow/run.sh ---
#!/bin/bash
# OpenROAD 26Q1-2900-gdf79404cd8, Yosys 0.63+post, stock flow scripts
make -C /OpenROAD-flow-scripts/flow DESIGN_CONFIG=/design/flow/config.mk WORK_HOME=/design/flow/orfs finish
==> notes.org <==
#+TITLE: Synthesis and PnR summary

** Place
- Per the post-place timing report, worst setup slack is 1.395 ns.
- Routability cong. :: 0.9161
- Placed cell count :: 244
- Count of buffers from port buffering :: 23
- Half-perimeter wire length of the detailed placement result :: 2.317 mm

** STA
- Clock skew on the completed layout was measured at 0.002370 ns.
- Post-route worst hold slack :: 0.5580 ns
- Setup repair after global routing left no endpoint under its margin.
- Max transition margin :: 56.25%
- The final critical path takes up 59.19% of the cycle.
- For reference, the final report shows the max-slew violation count at 0.
- In the final timing run, aggregate negative setup slack is 0 ns.
- Number of endpoints with negative hold slack in the final report :: 0
- The smallest clock period supported by the final layout is computed as 2.368 ns.
- Worst path setup slack after routing :: 1.632 ns
- For this run, the final setup violation count is recorded as 0.
- For the pin with the worst max-slew slack, the measured transition is 0.6512 ns.
- The flow reports an fmax of 422.3 MHz.

** Global routing
- Antenna violations before repair :: 0
- The first global-routing pass estimated 5.589 mm of wire.
- Overall track demand over capacity in global routing :: 6.495%
- Entering global routing, the biggest net connects 27 pins.
- The total overflow left after global routing is 0.
- The number of global-route vias before repair came to 1,139.

** Clocking
- Clock tree synthesis inserted a total of 3 buffers.
- Maximum clock insertion buffer count :: 2
- Hold-fix buffers at CTS :: 0
- TritonCTS built the clock tree.
- The cell sitting at the root of the clock tree is a clkbuf_8.
- Buffer count from post-CTS setup fixing :: 0
- After clock tree synthesis, the repair step resized 0 gates.
- Reg clk slew, reported paths :: 0.09 ns
- Clock latency of the later-clocked register in the worst-skew pair :: 0.27 ns
- Counting every sink on the clock net gives 26.
- CTS HTree Levels :: 1

** Setup path
- Looking at the reg2reg group, the worst path starts from cnt[0].
- STA puts the critical path data arrival time at 2.55 ns.
- Critical Path End Type :: register
- Origin of the worst setup path :: add_en
- The slowest stage of the critical path is the clkdlybuf4s50_1 cell.
- Of all nets on the critical path, the largest fanout is 17.
- In the setup report, the worst path falls into the class primary input to register.
- Sort of element at the start of the critical path :: primary input
- Listed in order, past its start point the critical path passes clkdlybuf4s50_1 -> or3_1 -> a211oi_1 -> o311ai_1 -> o211ai_1.
- For this run, the slowest stage of the critical path takes 0.71 ns.
- The data required time reported for the critical path is 4.19 ns.

** Die
- Height of the chip :: 102 µm
- I/O pins :: 24
- The die is 102 µm wide.
- Fraction of the core area occupied by cells at floorplan :: 22.28%
- Std-Cell Core Area :: 6459 µm²
- Chip area :: 10,400 µm²
- Placement Rows :: 29

** Run
- The run reported a max-capacitance violation count of 0.
- Warning total across the stage logs :: 27

** Power
- The power report puts the leakage power at 0.0007463 µW.
- The worst-case IR drop observed on VDD is 257.1 µV.
- Power Density :: 504.7 nW/µm²

** Logic synthesis
- Post-synthesis cell type with the largest combined area :: dfrtp_1
- Dominant synthesized flop cell :: dfrtp_1
- The synthesis report gives the async set-or-reset register share as 100.0%.
- Ranking of synthesized cells by instance count :: dfrtp_1 (26), a21oi_1 (14), nand2_1 (14)
- In this run the cell area of the synthesized design comes to 1439 µm².
- Chip area from the yosys synthesis statistics :: 1439 µm²
- The synthesized netlist was found by Yosys to have 157 cells.
- A synthesized cell averages 9.165 µm².
- Most used standard cell by instance count after synthesis :: dfrtp_1
- Count of warnings emitted by yosys :: 1
- Gate Count Post-Synth :: 157
- The synthesized netlist contains 39 unique library cells.
- In this run the biggest area consumer among cell types represents 45.22% of the synthesized area.
- Dominant cells by area after synthesis :: dfrtp_1 (45%), a21oi_1 (4.9%), nor3_1 (4.2%)
- Sequential cells were found to cover 45.22% of the synthesized design area.
- The post-synth register bit count is 26.
- The post-synth count of flops with an enable pin is 0.

** Detailed routing
- 0 antenna diodes ended up in the layout.
- Per the detail_route report, routed wire per instance is 13.00 µm.
- Per the detail_route report, DRC violations left total 0.
- According to the report, the first pass of detailed routing completed in 5 iterations.
- Remaining antenna violation count :: 0
- Aggregate routed wire length :: 3.224 mm
- For this block, the initial DRC count from the detailed router was 272.
- Vias :: 1,213
- In the routed layout, each cell is associated on average with a via count of 4.891.

** Min path
- The tightest min-delay check is of the register to register type.
- Hold_sp :: cnt[7]

** Cells and area
- In this run the layout overhead on the synthesized area is reported as 23.04%.
- In the final layout, the share of cells above drive strength 1 is 5.848%.
- Leaving out filler cells and counting taps, the final layout contains 248.

** Status
- Result of the run :: completed
-- worst max-delay path, delay by kind of cell --
family          cells  cell delay [ns]
compound gates      3             0.46
buf+inv             1             0.71
simple gates        1             0.57
-- routing by layer --
layer	vias to the layer above	track usage (%)	wire length, µm
li1	585	-	-
met2	87	9.877	1372
met3	4	1.772	344
met5	-	0	0
met4	0	0.5423	25
met1	537	9.417	1482
-- placed cells by master (no fill, tap or decap), drive strengths merged, types with 2 or more instances in the layout --
cell            n
a211o           2
a21oi          14
a31oi           2
and3            3
clkbuf          3
clkdlybuf4s50  23
dfrtp          26
ha              3
inv             7
mux2i           5
nand2          14
nand2b          3
nand3           8
nor2            8
nor2b           2
nor3           14
o21ai           7
o22ai           4
or3             3
or4b            2
xnor2           3
-- per-stage QoR --
step / utilization (%) / instance area [µm²] / total power [µW]
floorplan: - / 1439 / 586.2
CTS: 27.41 / 1770 / 899.7
global route: 27.41 / 1770 / 958.7
finish: 27.41 / 1770 / 893.6
detailed placement: 26.31 / 1699 / 682.2
global placement: 26.31 / 1699 / 685.5
-- final timing paths --
check                      cells after the start          to  slack [ns]
max                                            5      cnt[4]        1.63
min                                            0  out_num[7]        0.56
max reg2reg                                    7      cnt[2]        1.67
min reg2reg                                    0  out_num[7]        0.56
max in group asynchronous                      2      cnt[6]        2.86
min in group asynchronous                      2  out_num[2]        0.90
-- flip-flops by register name, indices dropped and copies added (netlist names) --
name      count
cnt           8
cnt_0         8
max_tick      1
min_tick      1
out_num       8
-- logic make-up after synthesis --
group / synth area share, %
AND/OR/NAND/NOR: 23.13
XOR/XNOR: 2.435
adder cells (fa/ha/maj): 2.609
buffers and inverters: 6.957
multiplexers: 3.478
AND-OR/OR-AND: 16.18
flip-flops: 45.22
-- power by group --
part	internal, µW	total [µW]	switching, µW
logic	154	298	143
registers	311	383	72.0
clock network	134	213	79.3
-- cell type report --
class                           count  area [µm²]
Inverter                            7       26.28
Timing Repair Buffer               24       237.7
Clock inverter                      1       30.03
Clock buffer                        3       41.29
Multi-Input combinational cell    110       688.2
Fill cell                         672        4688
Tap cell                           77       96.34
Sequential cell                    26       650.6
Power figures rest on the tool's default switching activity, not on a simulated workload.
